===== /design/flow/run.sh =====
#!/bin/bash
# OpenROAD 26Q1-2900-gdf79404cd8, Yosys 0.63+post, stock flow scripts
make -C /OpenROAD-flow-scripts/flow DESIGN_CONFIG=/design/flow/config.mk WORK_HOME=/design/flow/orfs finish

===== /design/flow/config.mk =====
export PLATFORM = sky130hd
export DESIGN_NAME = SRAM
export DESIGN_NICKNAME = SRAM
export VERILOG_FILES = /design/flow/design.v
export SDC_FILE = /design/flow/constraint.sdc
export NUM_CORES = 4
export LEC_CHECK = 1
export CORE_UTILIZATION = 50

===== /design/flow/constraint.sdc =====
current_design SRAM

set clk_period 6.7
set clk_io_pct 0.2

create_clock -name clk0 -period $clk_period [get_ports {clk}]

set non_clock_inputs [all_inputs -no_clocks]
set_input_delay [expr $clk_period * $clk_io_pct] -clock clk0 $non_clock_inputs
set_output_delay [expr $clk_period * $clk_io_pct] -clock clk0 [all_outputs]

===== /design/flow/design.v =====
module SRAM(
	input	ctr_r,
	input	ctr_w,
	input	clk,
	input	[31:0]	data_in,
	inout	[15:0]	databus,
	output	reg	[18:0]	addrbus=0,
	output	reg	[31:0]	data_out=0,
	output	reg			data_out_vld=0,
	output	reg			we=1,
	output	reg			oe=1,
	output	reg			ce=1,
	output	reg			ub=0,
	output	reg			lb=0
	);
	parameter	IDLE	=3'd0;
	parameter	WR0_ST  =3'd1;
	parameter	RD0_ST  =3'd2;
	parameter	WR1_ST  =3'd3;
	parameter	RD1_ST  =3'd4;
	parameter	RD_WAIT =3'd5;
	parameter	WR_WAIT	=3'd6;
	parameter	RD0_WAIT=3'd7;
	reg	[15:0]	databus_in=0;
	reg	[15:0]	databus_in_ff1=0;
	reg	[31:0]	databus_out=0;
	reg			ctl_a=0;
	reg	[15:0]	ctl_w1=0;
	reg	[15:0]	ctl_r1=0;
	reg	[2:0]	curr_st=0;
	reg	[2:0]	curr_st_ff1=0;
	reg	[31:0]	data_out_tmp=0;
	reg	[31:0]	rd_wait_cnt=0;
	reg	[15:0]	wr_wait=0;
	assign	databus=(curr_st_ff1==WR0_ST||curr_st_ff1==WR1_ST)?databus_in_ff1:16'hzzzz;
	always@(posedge clk)curr_st_ff1<=curr_st;
	always@(posedge clk)databus_in_ff1<=databus_in;
	always@(posedge clk)begin
		case(curr_st)
			IDLE:begin
				if(ctr_w)
					curr_st<=WR0_ST;
				else if(ctr_r)
					curr_st<=RD0_ST;
				else
					;
			end
			WR0_ST:curr_st<=WR_WAIT; 
			WR_WAIT:begin
				if(wr_wait==50000)
					curr_st<=WR1_ST;
				else
					;
			end
			RD0_ST:curr_st<=RD0_WAIT;
			WR1_ST:curr_st<=IDLE;
			RD0_WAIT:begin
				if(wr_wait==50000)
					curr_st<=RD1_ST;
				else
					;
			end
			RD1_ST:curr_st<=RD_WAIT;
			RD_WAIT:begin
				if(ctr_r==0&&rd_wait_cnt==10000000)
					curr_st<=IDLE;
				else
					;
			end
			default:;
		endcase
	end
	always@(posedge clk)begin
		if(curr_st==WR_WAIT||curr_st==RD0_WAIT)
			wr_wait<=wr_wait+1;
		else
			wr_wait<=0;
	end
	always@(posedge clk)begin
		if(curr_st==RD_WAIT)
			rd_wait_cnt<=rd_wait_cnt+1;
		else
			rd_wait_cnt<=0;
	end
	always@(posedge clk)begin
		if(curr_st==WR0_ST)begin
			we<=0;
			oe<=1;
			ce<=0;ub<=0;lb<=0;
			addrbus<=0;
			databus_in[15:0]<=data_in[15:0];
		end else if(curr_st==WR1_ST)begin
			we<=0;
			oe<=1;
			ce<=0;ub<=0;lb<=0;
			addrbus<=1;
			databus_in[15:0]<=data_in[31:16];
		end else if(curr_st==RD0_ST)begin
			we<=1;
			oe<=0;
			ce<=0;ub<=0;lb<=0;
			addrbus<=0;
			data_out_tmp[15:0]<=databus[15:0];
		end else if(curr_st==RD1_ST)begin
			we<=1;
			oe<=0;
			ce<=0;ub<=0;lb<=0;
			addrbus<=1;
			data_out_tmp[31:16]<=databus[15:0];
		end else begin
			we<=1;
			oe<=1;
		end
	end
	always@(posedge clk)begin
		if(curr_st==RD_WAIT)begin
			data_out_vld<=1;
			data_out<=data_out_tmp;
		end else
			data_out_vld<=0;
	end
endmodule

==> flow_metrics.tcl <==
# collected from the flow reports
set metrics [dict create \
    fin_ws_ns 4.10 \
    dp_hpwl_um 6550 \
    peakVddDrop_v 0.000232 \
    drcViolationCount 0 \
    status "complete, no violations" \
    area_growth_pct 23.1 \
    hold_depth 0 \
    path_class "input pin to flip-flop" \
    crit_required_ns 6.82 \
    topCellsByArea "edfxtp_1 43%, dfxtp_1 24%, mux2_2 3.1%, xnor2_1 2.9%, buf_4 2.6%" \
    path_common_cell "nor4_1" \
    fin_crit_ns 2.60 \
    power_density_mw_per_mm2 368 \
    via_per_inst 5.25 \
    final_core_util_pct 64.2 \
    ff_type "edfxtp_1" \
    antenna_found_initial 0 \
    mappedNetlistArea_mm2 0.00573 \
    ys_types 46 \
    setup_violations 0 \
    syn_inst 445 \
    ys_seq_share_pct 67.6 \
    power.switching_mw 0.623 \
    leakagePower_nw 2.32 \
    layout.cells.most_common "edfxtp_1" \
    reg2regPathDepth 6 \
    max_freq_ghz 0.385 \
    cts_max_level 4 \
    cp.depth 5 \
    ys_chip_area_mm2 0.00573 \
    clkSlewWorstSetupHoldPaths_ns 0.06 \
    chipHeight_um 109 \
    hold_path_startpoint "databus_in[8]" \
    clk_latency_ns 0.41 \
    grt_max_degree 34 \
    async_flop_share_pct 0 \
    synth-edff-count 83 \
    fin_hold_ws_ns 0.338 \
    warning_count 92 \
    cp_top_family "simple AND/OR/NAND/NOR gates" \
    hold_viol_final 0 \
    diodes 0 \
    rsz0062_at_grt "false" \
    crit_arrival_ns 2.72 \
    end_kind "flip-flop" \
    slew_headroom_pct 41.4 \
    pwr-share-clk_pct 33.7 \
    overflow 0 \
    chip_area_mm2 0.0119 \
    cts_tree "yes" \
    netSwitchingFraction_pct 24.0 \
    fin_crit_sh_pct 38.8 \
    aoi_share_pct 5.26 \
    cts_resized 0 \
    synthAdderAreaFrac_pct 0.873 \
    drtIter0Drc 130 \
    core_area_mm2 0.0110 \
    top_level_ports 108 \
    ctsLongestPathBuffers 2 \
    post_cts_buffers 0 \
    min_path_type "flip-flop to flip-flop" \
    holdPathEnd "databus[8]" \
    cts_buffers 17 \
    max_cap_viol_count 0 \
    fin_skew_ns 0.00714 \
    gp_congestion 0.834 \
    slowest_delay_ns 0.45 \
    rr_startpoint "curr_st[2]" \
    yosys.area_share.simple_pct 14.1 \
    cp_max_fo 3 \
    top_area_cell "edfxtp_1" \
    power_frac_comb_pct 14.5 \
    finalPower_mw 2.60 \
    critical_path.slowest_cell "clkdlybuf4s50_1" \
    grt_pass1_vias 3321 \
    xor_share_pct 4.13 \
    synth_flops 152 \
    antenna_left 0 \
    drive_above_1_share_pct 10.1 \
    internal_power_mw 1.98 \
    grt_usage_pct 19.8 \
    initCoreUtil_pct 52.2 \
    numClockSinks 152 \
    layout_top_cells "83 x edfxtp_1, 71 x clkdlybuf4s50_1, 69 x dfxtp_1, 36 x nor2_1, 25 x nand3_1" \
    crit_buf_inv 1 \
    portBuffers 71 \
    ys_cells 445 \
    cp_cell_sequence "clkdlybuf4s50_1 -> nor4_1 -> nand4_1 -> nor4_1 -> o21a_1" \
    avgSynthCellArea_um2 12.9 \
    worst-slew-pin-transition_ns 0.872 \
    ys_warn_count 2 \
    dr.pass1.iters 4 \
    grt_pass1_wl_um 16700 \
    slew_violations 0 \
    fill_cells 803 \
    die_w_um 109 \
    vias 3551 \
    worst_r2r_endpoint "rd_wait_cnt[18]" \
    drt-wirelength-per-cell_um 15.0 \
    critPathLaunchType "input pin" \
    wl_um 10100 \
    cts_root_buf "clkbuf_16" \
    hold_buffers 0 \
    seq_power_share_pct 51.8 \
    num_rows 38 \
    dp_slack_ns 3.66 \
    reg2reg_slack_ns 4.41 \
    yosysTopAreaCellShare_pct 43.5 \
    tns_ns 0 \
    mux_share_pct 3.14 \
    logic_family "simple AND/OR/NAND/NOR gates" \
]
## cells by family (layout without fill, tap and decap cells)
kind of cell    Yosys count  after routing
xor+xnor                 27             27
mux                      16             16
buf+inv                  52            124
fa+ha+maj                 4              4
flops                   152            152
other cells               1             20
compound gates           47             47
simple gates            146            146
## sequential cells by signal, indices dropped and copies added, names as in the netlist
name,count
oe,1
data_out_vld,1
databus,16
data_out,32
databus_in,16
ce,1
data_out_tmp,32
we,1
wr_wait,16
curr_st,3
rd_wait_cnt,32
addrbus,1
## power by group through the flow
stage	Combinational, mW	Clock [mW]	Sequential, mW
final	0.376	0.875	1.35
after CTS	0.390	0.900	1.35
after global routing	0.422	0.946	1.37
## synthesized netlist by cell type (2+ instances only)
library cell / count
edfxtp_1: 83
dfxtp_1: 69
nor2_1: 36
nand3_1: 25
a21oi_1: 20
buf_4: 20
xnor2_1: 19
inv_1: 17
mux2_2: 16
nor4_1: 16
nand2_1: 14
clkbuf_1: 13
nand4_1: 9
nor3_1: 9
o31ai_1: 9
or4_1: 9
xor2_1: 8
o21ai_0: 5
or3_1: 5
ha_1: 4
o41ai_1: 4
and3_1: 3
and4_1: 3
or2_2: 3
a31o_2: 2
and2_1: 2
nand4bb_1: 2
o21a_1: 2
## layer usage
metal	vias up	share of wire, %	global-route usage, %
met4	0	0.93	2.32
met5	-	0	0
li1	1766	-	-
met2	121	47	29.1
met3	9	9.2	8.29
met1	1655	43	30.7
## worst max path at each step
stage	start	to	slack, ns
6_report	ctr_r	curr_st[1]	4.10
5_1_grt	ctr_r	curr_st[2]	3.98
4_1_cts	ctr_r	curr_st[2]	4.09
## layout make-up
type,instances,area [µm²],share of cell area [%]
clock inverter,11,106,1.51
inverter,17,63.8,0.904
timing repair buffer,75,741,10.5
tap,140,175,2.48
sequential,152,3870,54.9
clock buffer,21,440,6.24
multi-input combinational,260,1660,23.5
## through the flow
stage                     instances  cell area [µm²]
after floorplan                 464             5800
after CTS                       676             7060
after detailed placement        644             6510
after global routing            676             7060
after global placement          644             6510
final                           676             7060
Power is estimated from default activity; no workload was simulated.
